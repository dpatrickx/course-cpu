==> ./design.v <==
module Memory (
  input [1:0] control,
  input [15:0] addr, data_write,
  inout [15:0] data_bus,
  output reg [17:0] address_bus,
  output reg [15:0] data_read,
  output reg mem_read, mem_write,
  output mem_enable
);
parameter IDLE = 2'b00,
  WRITE = 2'b01,
  READ = 2'b10;
assign data_bus = mem_write? 16'bZZZZZZZZZZZZZZZZ:data_write;
assign mem_enable = 0;
initial
begin
  data_read <= 0;
  mem_write <= 1;
  mem_read <= 1;
end
always @ (addr)
  address_bus = addr;
always @ (data_bus)
  data_read <= data_bus;
always @ (control)
begin
  begin
    case (control)
      WRITE:
      begin
        mem_read <= 1;
        mem_write <= 0;
      end
      READ:
      begin
        mem_write <= 1;
        mem_read <= 0;
      end
      default:
      begin
        mem_write <= 1;
        mem_read <= 1;
      end
    endcase
  end
end
endmodule
module MemoryController (
  input clk,
  input [15:0] address_A,
  input [15:0] data_write, 
  input [1:0] mem_control, 
  output reg [15:0] AdataRead,
  input [15:0] address_B,
  output reg [15:0] BdataRead,
  inout [15:0] data_bus,
  output [17:0] addr_bus,
  output mem_read, mem_write,
  output mem_enable
);
reg [15:0] addr;
wire [15:0] data_read;
reg [1:0] control;
always @ (clk, address_A, mem_control, address_B)
begin
  if (clk)  
  begin
    addr = address_A;
    control = mem_control;
  end
  else  
  begin
    addr = address_B;
    control = 2'b10;
  end
end
always @ (clk, data_read)
begin
  if (clk)  
    AdataRead = data_read;
  else  
    BdataRead = data_read;
end
Memory mem (
  control,
  addr, data_write,
  data_bus, addr_bus,
  data_read,
  mem_read, mem_write, mem_enable
);
endmodule
module MemoryMapping (
  input [15:0] virtual_address,
  output reg [15:0] actual_ram_address,
  input [15:0] ramData,
  input [7:0] serialPortData,
  input [1:0] serialPortState,
  output reg [15:0] realData,
  output reg [1:0] index
);
localparam RAM = 2'b00,
  SERIALPORT_DATA = 2'b10,
  SERIALPORT_STATE = 2'b11,
  GRAPHIC_CARD = 2'b01;
always @ (virtual_address)
begin
  actual_ram_address = virtual_address;
  if (virtual_address == 16'hbf00)
    index = SERIALPORT_DATA;
  else if (virtual_address == 16'hbf01)
    index = SERIALPORT_STATE;
  else if (virtual_address == 16'hbf0a)
	 index = GRAPHIC_CARD;
  else
    index = RAM;
end
always @ (*)
  case (index)
    RAM:
      realData = ramData;
    SERIALPORT_DATA:
      realData = {8'h00, serialPortData};
    SERIALPORT_STATE:
      realData = {14'b00000000000000, serialPortState};
    default:
      realData = 0;
  endcase
endmodule
module MemoryWrapper (
	input clk, rst, clkUART,
   input [15:0] memAaddr, memBaddr, MeMemResult, 
	input [1:0] memRW,
	output [15:0] memAdataRead,
	output [15:0] memBdataRead,
	output [1:0] index,
	inout [15:0] memDataBus,
	output [17:0] memAddrBus,
  inout [7:0] ram1DataBus,        
  input tbre, tsre, dataReady, 
  output rdn, wrn,
  output ram1Oe, ram1We, ram1En,
  output memRead, memWrite, memEnable
);
wire [7:0] serialPortDataRead;
wire [3:0] serialPortState;
wire [15:0] physicalMemAaddr, physicalMemBaddr;
wire [15:0] ramAdataRead, ramBdataRead;
MemoryMapping mapingA (
  memAaddr,
  physicalMemAaddr,
  ramAdataRead,
  serialPortDataRead,
  serialPortState[1:0],
  memAdataRead,
  index
);
MemoryMapping mapingB (
  memBaddr,
  physicalMemBaddr,
  ramBdataRead,
  serialPortDataRead,
  serialPortState[1:0],
  memBdataRead
);
MemoryController memory(
  clk,
  physicalMemAaddr, MeMemResult,
  memRW,
  ramAdataRead,
  physicalMemBaddr,
  ramBdataRead,
  memDataBus,
  memAddrBus,
  memRead, memWrite, memEnable
);
serial_port uart(
  clkUART, rst,
  tbre, tsre, dataReady,
  memRW, index,
  MeMemResult,
  ram1DataBus,
  rdn, wrn,
  ram1Oe, ram1We, ram1En,
  serialPortDataRead,
  serialPortState
);
endmodule
module serial_port(
  input clk, rst,               
  input tbre, tsre, dataReady,     
  input [1:0] mode, index,
  input [7:0] dataToSend,     
  inout [7:0] ram1Data,        
  output reg rdn, wrn,
  output ram1Oe, ram1We, ram1En,
  output reg [7:0] data,
  output [3:0] status
);
localparam MODE_WRITE = 2'b01;
localparam MODE_READ = 2'b10;
localparam IDLE = 2'b00,
  READ = 2'b10,
  WRITE = 2'b01,
  READ_IDLE = 2'b11;
wire busWritten;
assign status = {tbre, tsre, dataReady, tbre & tsre};
assign busWritten = (mode == MODE_WRITE);
assign ram1Data = busWritten ? dataToSend : 8'bzzzzzzzz;
assign ram1Oe = 1;
assign ram1We = 1;
assign ram1En = 1;
always @(*) begin
  rdn = 1;
  wrn = 1;
  if (!rst)
  begin
	 rdn = 1;
	 wrn = 1;
  end
  else
  begin
    if (clk)  
	 if (index == 2'b10 && mode == MODE_WRITE)
		wrn = 0;
    else if (index == 2'b10 && mode == MODE_READ)
	 begin
      rdn = 0;
      data = ram1Data;
   end
	end
end
endmodule
==> ./run.sh <==
#!/bin/bash
# OpenROAD 26Q1-2900-gdf79404cd8, Yosys 0.63+post, stock flow scripts
make -C /OpenROAD-flow-scripts/flow DESIGN_CONFIG=/design/flow/config.mk WORK_HOME=/design/flow/orfs finish
==> ./config.mk <==
export PLATFORM = sky130hd
export DESIGN_NAME = MemoryWrapper
export DESIGN_NICKNAME = MemoryWrapper
export VERILOG_FILES = /design/flow/design.v
export SDC_FILE = /design/flow/constraint.sdc
export NUM_CORES = 4
export LEC_CHECK = 1
export CORE_AREA = 10 10 110 110
export DIE_AREA = 0 0 120 120
==> ./constraint.sdc <==
current_design MemoryWrapper

set clk_period 5.0
set clk_io_pct 0.2

create_clock -name clk0 -period $clk_period

set non_clock_inputs [all_inputs -no_clocks]
set_input_delay [expr $clk_period * $clk_io_pct] -clock clk0 $non_clock_inputs
set_output_delay [expr $clk_period * $clk_io_pct] -clock clk0 [all_outputs]
==> run notes <==
Implementation results. The flow did not finish. The run ended at global routing. The first error in the log reads "[ERROR RSZ-0074] Failed to build tree from global routes for pin 'input9/X' and net 'MeMemResult[11]' at grid (106950, 93150): found route to 2 pins, expected 3". Looking at the gate-level netlist, the highest instance count belongs to buf_4. The horizontal die dimension reported for this design is approximately 120 microns. Yosys synthesis chip area landed at about 1700 sq um. Fraction of synthesis flops using an asynchronous set or reset pin landed at 0%. Number of enable flip-flop cells landed at 0. Pin placement for this block handled approximately 140 I/O pins. Once placement finished, the instance area stood at between 2000 and 3000 sq um. Die extent in y landed at approximately 120 microns.

By count the netlist is led by buf_4 (31), dlxtn_1 (24), mux2_2 (18). Once detailed placement completed, the half-perimeter wirelength came to 5170 microns. Post-synthesis instance total landed at approximately 180. Each instance of the synthesized netlist takes up on average ~9.3 sq um.

The synthesis stat section lists a flop and latch total of about 40. Per the synthesis report, the single largest cell type by area occupies a little over a fifth of cell area. dlxtn_1 takes more of the synthesized area than any other cell. The buffer_ports step reported a buffer count of between 100 and 150. Post-cts hold-fix buffer tally landed at 0. After its last routability iteration, the placer logged a weighted congestion of between 0.7 and 0.8.

Total of cells resized after clock tree synthesis landed at 0. Entering global routing, the biggest net connects 27 pins. Combined area of all synthesized cells landed at between 1500 and 2000 sq um.

Cell row count landed at 36. Looking at the cell usage after synthesis, the top flip-flop cell is dlxtn_1. The synth_stat.txt file lists the number of cells as 179. 40 endpoints have no timing constraint. Before placement the cells fill about 17% of the core.

Per the repair_timing log after CTS, setup buffers inserted total 0. After synthesis, the cell types taking the most area are dlxtn_1 (22%), dlxtp_1 (14%), buf_4 (14%), mux2_2 (12%), a22o_2 (3.6%). Distinct cell type count of the synthesized netlist landed at 31. Synthesis warning total landed at 7. Count of unclocked register or latch pins landed at about 40.
through the flow:
step | hold slack (ps) | cells | setup WS [ps] | util (%)
CTS | 2000 | 393 | 640 | 27.7
detailed placement | 2000 | 393 | 654 | 27.7
global placement | 2000 | 393 | 654 | 27.7
floorplan | 2030 | 183 | 2070 | -
logic make-up after synthesis:
group,after synthesis,synth area share [%]
AND-OR/OR-AND,19,8.08
buffers and inverters,36,15.6
AND/OR/NAND/NOR,62,26.6
other,2,0.449
multiplexers,20,13.3
latches,40,35.9
